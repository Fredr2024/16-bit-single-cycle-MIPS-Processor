==> config.mk <==
export PLATFORM = sky130hd
export DESIGN_NAME = register_file
export DESIGN_NICKNAME = register_file
export VERILOG_FILES = /design/flow/design.v
export SDC_FILE = /design/flow/constraint.sdc
export NUM_CORES = 4
export LEC_CHECK = 1
export CORE_UTILIZATION = 30
==> constraint.sdc <==
current_design register_file

set clk_period 4.5
set clk_io_pct 0.2

create_clock -name clk0 -period $clk_period [get_ports {clk}]

set non_clock_inputs [all_inputs -no_clocks]
set_input_delay [expr $clk_period * $clk_io_pct] -clock clk0 $non_clock_inputs
set_output_delay [expr $clk_period * $clk_io_pct] -clock clk0 [all_outputs]
==> design.v <==
`timescale 1 ns / 1 ps
module register_file (
    input clk,
    input rst,
    input reg_write,
    input [2:0] write_dest,
    input [15:0] write_data,
    input [2:0] read_addr_1,
    output [15:0] read_data_1,
    input [2:0] read_addr_2,
    output [15:0] read_data_2,
    output wire [15:0] reg1, reg2, reg3
);
reg [15:0] reg_file[7:0];   
integer i;   
always @(posedge clk or posedge rst) begin
    if (rst) begin
        for (i = 0; i < 8; i = i + 1)
            reg_file[i] <= 16'd0;   
    end
    else begin
        if (reg_write) begin
            reg_file[write_dest] <= write_data;   
        end
    end
end
assign read_data_1 = reg_file[read_addr_1];   
assign read_data_2 = reg_file[read_addr_2];   
assign reg1 = reg_file[1];   
assign reg2 = reg_file[2];   
assign reg3 = reg_file[3];   
endmodule
==> run.sh <==
#!/bin/bash
# OpenROAD 26Q1-2900-gdf79404cd8, Yosys 0.63+post, stock flow scripts
make -C /OpenROAD-flow-scripts/flow DESIGN_CONFIG=/design/flow/config.mk WORK_HOME=/design/flow/orfs finish
==> impl_results.rst <==
Metrics
=======

.. list-table::
   :header-rows: 1

   * - Metric
     - Value
   * - # resized after CTS
     - 0
   * - Post-synthesis to final-layout area growth
     - 29.0%
   * - Power per standard cell area
     - 445 mW/mm^2
   * - Simple-gate share of the synthesized area
     - about 9%
   * - Pin count of the biggest net entering global routing
     - 129
   * - Clock sinks
     - 128
   * - Chip area
     - between 0.02 and 0.025 sq mm
   * - Post-synthesis async set-or-reset flop share
     - 100%
   * - Arr. time, crit path
     - 3.04 ns
   * - Number of cells in Yosys stat
     - 616
   * - Placeable core region
     - 0.0229 sq mm
   * - Crit path time final
     - 3.94 ns
   * - # rows
     - 55
   * - Setup Slack @ Placement
     - 0.595 ns
   * - Core utilization at floorplan
     - between 30% and 40%
   * - Worst hold-check slack
     - 0.523 ns
   * - CTS Hold Buffers Added
     - 0
   * - Number of buffer and inverter stages on the critical path
     - 3
   * - Mux frac, synth
     - between 20% and 30%
   * - Initial antenna violation count
     - 0
   * - Leakage power
     - 3.73 nW
   * - Remaining global-route overflow
     - 0
   * - Syn Area/Cell
     - 11.5 sq um
   * - TritonCTS clock tree
     - done
   * - Buffer cell driving the clock tree root
     - sky130_fd_sc_hd__clkbuf_16
   * - Dominant logic cell types in the final layout
     - 140 x sky130_fd_sc_hd__mux2_2, 128 x sky130_fd_sc_hd__dfrtp_1, 103 x sky130_fd_sc_hd__clkdlybuf4s50_1, 36 x sky130_fd_sc_hd__o21ai_0, 35 x sky130_fd_sc_hd__mux2i_1
   * - Slew HR
     - 44.0%
   * - Setup fix buffers added after clock tree synthesis
     - 0
   * - Clk Latency, worst-skew pair
     - 0.41 ns
   * - Post-route setup slack
     - about 0.56 ns
   * - Maximum Capacitance Violations
     - 0
   * - Family with the most delay on the worst path
     - buffers and inverters
   * - Post-synthesis instance area
     - between 0.007 and 0.008 sq mm
   * - Top Metal Used
     - met4
   * - Cell Type Count
     - 37
   * - Worst-path fanout max
     - 12
   * - Hold Crit Class
     - reg -> reg
   * - Worst VDD drop
     - 0.000243 V
   * - Status
     - finished, final reports clean
   * - Maximum clock path buffer count
     - 2
   * - Floorplan die height
     - 156 um
   * - Post-DR wirelength/cell
     - 20.5 um
   * - Most common reg cell
     - sky130_fd_sc_hd__dfrtp_1
   * - CP required
     - 3.60 ns
   * - Drt initial violations
     - 285
   * - Slowest cell on the critical path
     - sky130_fd_sc_hd__clkdlybuf4s50_1
   * - Setup clock skew after layout
     - 0 ns
   * - Final Hold Vio Count
     - 0
   * - Detailed Route WL
     - roughly 21000 um
   * - Registers with the most flip-flops
     - reg_file (128)
   * - Number of nets with antenna violations after routing
     - 0
   * - Total routing resource utilization after global routing
     - between 10% and 20%
   * - IO buf count
     - 107
   * - Vias per cell
     - just over 5
   * - Largest stage delay, worst path
     - 0.74 ns
   * - Number of antenna diodes
     - 0
   * - WL met3
     - ~1600 um
   * - Yosys synthesis chip area
     - 0.00708 sq mm
   * - Share of the clock period used by the worst path after layout
     - 87.5%
   * - Post-Synth AOI/OAI Area
     - about 13%
   * - DRC
     - 0
   * - Post-layout util
     - 39.9%
   * - Unrepaired setup endpoints after global routing
     - false
   * - Routability-driven placement congestion ratio
     - about 0.86
   * - Post-route setup TNS
     - 0 ns
   * - Worst-path clk slew
     - 0.06 ns
   * - Category of the most critical setup path
     - in -> out
   * - Number of synthesized flops with an enable pin
     - 0
   * - Ratio of cells with drive above 1 in the final layout
     - 29.5%
   * - Inserted Clock Buffers
     - 17
   * - Register bit count reported by yosys
     - 128
   * - Most flop-heavy register
     - reg_file
   * - Most frequently placed logic cell in the final layout
     - sky130_fd_sc_hd__mux2_2
   * - Post-synthesis cell count
     - 616
   * - Tightest Pin Transition
     - 0.837 ns
   * - Routed metal-1 wire length
     - 9760 um
   * - Flip-flop count of the largest register after layout
     - 128
   * - Htree depth
     - 4
   * - Total power draw
     - roughly 4.1 mW
   * - Number of vias after detailed routing
     - 5449
   * - Arithmetic-cell share of the synthesized area counting full adders, half adders and majority gates
     - 0%
   * - Detailed-routing iteration count for the pre-antenna-repair pass
     - 4
   * - Worst-path cell chain
     - clkdlybuf4s50_1, buf_4, mux2i_1, nor2b_1, o22ai_1, a21oi_1, clkdlybuf4s50_1
   * - Total number of yosys warnings
     - 2
   * - Critical path endpoint category
     - primary output
   * - Cell type with the highest occurrence count on the critical path
     - sky130_fd_sc_hd__clkdlybuf4s50_1
   * - Final Slew Violations
     - 0
   * - Sequential element share of the synthesized area
     - a little under half
   * - Startpoint kind of the worst setup timing path
     - primary input
   * - First-pass GRT wire length
     - between 30000 and 40000 um
   * - Die span in x
     - 156 um
   * - Maximum clock frequency
     - about 250 MHz
   * - Top logic family
     - multiplexers
   * - Count of pins on the block boundary
     - between 100 and 150
   * - Stage-log warning count
     - 27
   * - Number of failing setup endpoints in the final timing report
     - 0
   * - Total length of routed met2 wires
     - 9950 um
   * - XOR Share, Synth
     - 0%
   * - Number of global-route vias before repair
     - 5374
   * - Placed wire-length estimate after detailed placement
     - 13800 um
## cell usage after synthesis (13+ instances only)
cell / count / area share (%)
sky130_fd_sc_hd__mux2_2: 140 / 22
sky130_fd_sc_hd__dfrtp_1: 128 / 45
sky130_fd_sc_hd__a21oi_1: 15 / 1.1
sky130_fd_sc_hd__o21ai_0: 36 / 2.5
sky130_fd_sc_hd__a22oi_1: 22 / 2.3
sky130_fd_sc_hd__o22a_1: 17 / 2.1
sky130_fd_sc_hd__clkbuf_1: 15 / 0.79
sky130_fd_sc_hd__nor2b_1: 24 / 2.1
sky130_fd_sc_hd__inv_1: 13 / 0.69
sky130_fd_sc_hd__buf_2: 19 / 1.3
sky130_fd_sc_hd__mux2i_1: 35 / 4.9
sky130_fd_sc_hd__nor2_1: 26 / 1.4
sky130_fd_sc_hd__nand2_1: 31 / 1.6
## area by class of cell
class,count,area (sq um)
multi-input combinational,426,3560
clock buffer,21,450
inverter,13,51.3
fill,2148,13800
clock inverter,11,163
tap,313,392
timing repair buffer,137,1310
sequential,128,3200
## metrics by stage
stage          instance area [sq um]  cells
2_1_floorplan                   7080    616
3_3_place_gp                    8520   1017
3_5_place_dp                    8520   1017
4_1_cts                         9140   1049
5_1_grt                         9140   1049
6_report                        9140   1049
## per-layer routing
layer  vias up  track usage, %
met5         -               0
met4         0            1.91
li1       2518               -
met2       190            28.2
met3        13            4.87
met1      2728            28.5
## cells by family (layout without fill, tap and decap cells)
kind of cell	count (synthesis)	after routing
mux	177	177
compound gates	140	140
simple gates	109	109
buf+inv	62	182
flops	128	128
## power breakdown
group | switching (mW) | internal, mW | total (mW)
Combinational | 0.339 | 0.638 | 0.977
Clock | 0.510 | 0.937 | 1.45
Sequential | 0.231 | 1.41 | 1.64
Total | 1.08 | 2.98 | 4.06
## path summary, 6_finish.rpt
path                                              from                          end  slack [ns]  cells after the start
max                                     read_addr_2[0]              read_data_2[15]        0.56                      7
max reg2reg                 reg_file[3][0]$_DFFE_PP0P_   reg_file[3][0]$_DFFE_PP0P_        3.66                      1
min in group asynchronous                          rst  reg_file[0][10]$_DFFE_PP0P_        0.95                      3
max in group asynchronous                          rst   reg_file[0][6]$_DFFE_PP0P_        2.92                      3
min                        reg_file[4][11]$_DFFE_PP0P_  reg_file[4][11]$_DFFE_PP0P_        0.52                      1
min reg2reg                reg_file[4][11]$_DFFE_PP0P_  reg_file[4][11]$_DFFE_PP0P_        0.52                      1
Power is estimated from default activity; no workload was simulated.
