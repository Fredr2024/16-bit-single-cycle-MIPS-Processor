===== run.sh =====
#!/bin/bash
# OpenROAD 26Q1-2900-gdf79404cd8, Yosys 0.63+post, stock flow scripts
make -C /OpenROAD-flow-scripts/flow DESIGN_CONFIG=/design/flow/config.mk WORK_HOME=/design/flow/orfs finish

===== design.v =====
`timescale 1 ns / 1 ps
module alu(       
      input          [15:0]     a,                 
      input          [15:0]     b,                 
      input          [2:0]     alu_ctrl,           
      output   reg   [15:0]     result,         
      output zero                                  
   );  
 always @(*)  
 begin   
      case(alu_ctrl)                              
      3'b000: result = a + b;                      
      3'b001: result = a - b;                      
      3'b010: result = a & b;                      
      3'b011: result = a | b;                      
      3'b100: begin if (a<b) result = 16'd1;        
                     else result = 16'd0;  
                     end  
      default:result = a + b;                      
      endcase  
 end  
 assign zero = (result==16'd0) ? 1'b1: 1'b0;        
 endmodule

===== constraint.sdc =====
current_design alu

set clk_period 7.6
set clk_io_pct 0.2

create_clock -name clk0 -period $clk_period

set non_clock_inputs [all_inputs -no_clocks]
set_input_delay [expr $clk_period * $clk_io_pct] -clock clk0 $non_clock_inputs
set_output_delay [expr $clk_period * $clk_io_pct] -clock clk0 [all_outputs]

===== config.mk =====
export PLATFORM = sky130hd
export DESIGN_NAME = alu
export DESIGN_NICKNAME = alu
export VERILOG_FILES = /design/flow/design.v
export SDC_FILE = /design/flow/constraint.sdc
export NUM_CORES = 4
export LEC_CHECK = 1
export CORE_AREA = 10 10 98 98
export DIE_AREA = 0 0 108 108

==> run summary <==
impl run done, here's what came out: total stage count of the critical path 12, worst hold slack approximately 4.3 ns, Top cells by area sky130_fd_sc_hd__ha_1 (24%), sky130_fd_sc_hd__inv_1 (7.2%), sky130_fd_sc_hd__a21oi_1 (5.2%), total gr overflow 0, remaining max-slew budget at the tightest pin between 40% and 50%, yosys cell count between 300 and 400, clock period minus worst slack roughly 7 ns, post-synthesis cell area between 2000 and 3000 µm², final cell area excluding filler cells 3182 µm², post-DP HPWL ~7300 µm, number of hold buffers added after CTS 0, setup repair after global routing missed its margin false, setup tns final 0 ns, Crit Path Class primary input to primary output, Die Span X ~110 µm, cell taking the most area after synthesis sky130_fd_sc_hd__ha_1, pin count of the biggest net entering global routing 31, Post CTS Setup Buffer Count 0, cell family with the largest share of critical-path delay AND-OR/OR-AND gates, cell with the biggest individual delay on the critical path sky130_fd_sc_hd__clkdlybuf4s50_1, final RePlAce weighted congestion 0.9383, post-detailed-route count of antenna-violating nets 0, total DRC errors in the routed layout 0, class of the tightest hold or removal check primary input to primary output, number of DRC markers after the initial detailed-route iteration 147, synthesis warning total 1, Power Dens Cells between 70 and 80 nW/µm², Worst Path Required 6.08 ns, FF+latch area 0 µm², Worst-Margin Slew ~0.88 ns, vias ~2800, Layout Area Growth over Synthesis 22.26%, number of max-slew violations in the final report 0, most used cell, CP sky130_fd_sc_hd__clkdlybuf4s50_1, antenna violations before repair 0, total of max-cap violations 0, fill count around 800, Die Size ~12000 µm², Vert. Die Dim 108 µm, leakage power 1.441 nW, cell chain of the critical path clkdlybuf4s50_1 -> ha_1 -> fa_1 -> and3_1 -> o2111ai_1 -> a41oi_1 -> and4_1 -> a211o_1 -> a2111o_1 -> or4_1 -> nor4_2 -> clkdlybuf4s50_1, sequential cell count 0, Final Util roughly two fifths, Synth Instances 376, number of global-route vias before repair between 2000 and 3000, Peak supply drop about 0.035 mV, layout cells sized above 1 between 6 and 7%, WL final between 8000 and 9000 µm, Routed wire per std cell between 15 and 20 µm, result of the run complete, no violations, total routing resource utilization after global routing around 15%, slowest stage delay, CP 0.51 ns, Post-Syn Area per Cell 6.922 µm², DR vias/cell around 5.5, Max-area cell share about a quarter, period utilization just over 90%, distinct lib cells about 66, Worst Setup End Kind primary output, FP Core Util 34.03%, post-synthesis sequential area ratio 0%, std cell rows 32, count of instances resized after the clock tree is built 0, footprint of the multi-input gates around 2300 µm², TritonRoute pass-1 iters 4, count of endpoints failing setup in the final report 0, final hold vios 0, critical path launch point type primary input, first-pass GRT wire length approximately 14000 µm, Max Freq 0.1410 GHz, number of diodes 0, chip area estimate from yosys synthesis roughly 2600 µm², number of ports placed on the die boundary approximately 52, Crit path arrival time 5.57 ns, Buffers on Ports ~52, sum of buffers and inverters on the critical path 2, OpenROAD warning count about 65, core area 7647 µm², instance area at placement around 3200 µm², largest driver fanout on the critical path 5, count of clock buffers in the final design 0, Worst Hold Path Cells 4
## where the power goes
part / leakage [nW] / total (mW) / switching (mW) / internal [mW]
Combinational: 1.44 / 0.247 / 0.131 / 0.116
Sequential: 0 / 0 / 0 / 0
Clock: 0 / 0 / 0 / 0
Total: 1.44 / 0.247 / 0.131 / 0.116
## metrics by stage
step                setup WS [ns]  power, mW  std cells
floorplan                   1.972     0.1479        376
global placement           0.5891     0.2453        514
detailed placement         0.5309     0.2449        514
CTS                        0.5000     0.2465        514
global route               0.2462     0.2727        514
finish                     0.5054     0.2465        514
## worst min-delay path, cell delays in order
cell and delay [ns]:
sky130_fd_sc_hd__clkdlybuf4s50_1 0.48, sky130_fd_sc_hd__nor2_1 0.12, sky130_fd_sc_hd__a21oi_1 0.17, sky130_fd_sc_hd__clkdlybuf4s50_1 0.49
## path summary, 6_finish.rpt
check,to,start
setup / recovery,zero,b[0]
hold / removal,result[2],alu_ctrl[0]
## synthesized netlist by cell type, drive strengths merged, types with 5 or more instances
| master | count |
|---|---|
| nand2 | 21 |
| or2 | 5 |
| nor3b | 5 |
| a211oi | 6 |
| ha | 49 |
| a21o | 7 |
| clkbuf | 9 |
| o21bai | 5 |
| buf | 13 |
| nor2b | 8 |
| o21ai | 24 |
| nor2 | 32 |
| a21oi | 27 |
| o211ai | 6 |
| nand3 | 6 |
| o22ai | 6 |
| inv | 50 |
| mux2i | 7 |
## layout by cell type, fill, tap and decap left out, types with 4 or more instances in the layout
cell and count:
sky130_fd_sc_hd__o211ai_1 6, sky130_fd_sc_hd__inv_1 50, sky130_fd_sc_hd__o21bai_1 5, sky130_fd_sc_hd__o22ai_1 6, sky130_fd_sc_hd__a211oi_1 5, sky130_fd_sc_hd__ha_1 49, sky130_fd_sc_hd__clkdlybuf4s50_1 52, sky130_fd_sc_hd__o31ai_1 4
sky130_fd_sc_hd__mux2i_1 7, sky130_fd_sc_hd__nand4_1 4, sky130_fd_sc_hd__a31oi_1 4, sky130_fd_sc_hd__nand3_1 6, sky130_fd_sc_hd__nor2_1 30, sky130_fd_sc_hd__o21ai_0 24, sky130_fd_sc_hd__buf_4 6, sky130_fd_sc_hd__or2_2 4
sky130_fd_sc_hd__a21o_1 7, sky130_fd_sc_hd__a221oi_1 4, sky130_fd_sc_hd__and3_1 4, sky130_fd_sc_hd__nor3b_1 5, sky130_fd_sc_hd__a21oi_1 27, sky130_fd_sc_hd__nor2b_1 8, sky130_fd_sc_hd__nand2b_1 4, sky130_fd_sc_hd__a211o_1 4
sky130_fd_sc_hd__nand2_1 21
## area by class of cell
class | instances | area share (%)
inverter | 50 | 5.899
multi-input combinational | 304 | 72.32
tap | 102 | 4.011
timing repair buffer | 58 | 17.77
## layer usage
layer	wire, µm	part of all wire [%]	GRT usage, %
met5	0	0	0
met4	110	1.2	2.099
met3	424	4.8	1.446
met2	4297	48	26.25
met1	4092	46	19.71
## kinds of logic (layout without fill, tap and decap cells)
kind of cell | Yosys count | count (layout) | share of synthesized area [%]
AND-OR/OR-AND | 133 | 133 | 36.64
XOR/XNOR | 5 | 5 | 1.683
buffers and inverters | 72 | 108 | 11.59
multiplexers | 9 | 9 | 3.558
adder cells (fa/ha/maj) | 51 | 51 | 25.10
AND/OR/NAND/NOR | 106 | 106 | 21.44
Power figures rest on the tool's default switching activity, not on a simulated workload.
